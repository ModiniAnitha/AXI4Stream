$ cat flow/config.mk
export PLATFORM = sky130hd
export DESIGN_NAME = top
export DESIGN_NICKNAME = top
export VERILOG_FILES = /design/flow/design.v
export SDC_FILE = /design/flow/constraint.sdc
export NUM_CORES = 4
export LEC_CHECK = 1
export CORE_AREA = 10 10 89 89
export DIE_AREA = 0 0 99 99
$ cat flow/constraint.sdc
current_design top

set clk_period 3.3
set clk_io_pct 0.2

create_clock -name clk0 -period $clk_period [get_ports {clk}]

set non_clock_inputs [all_inputs -no_clocks]
set_input_delay [expr $clk_period * $clk_io_pct] -clock clk0 $non_clock_inputs
set_output_delay [expr $clk_period * $clk_io_pct] -clock clk0 [all_outputs]
$ cat flow/design.v
`timescale 1ns / 1ps
module top 
(
input clk,rst, newd,
input [7:0] din,
output [7:0] dout,
output last
);
wire last_t, valid_t, ready_t;
wire [7:0] data;
axis_m m1 (clk,rst,newd,din, ready_t, valid_t, data, last_t);
axis_s s1 (clk, rst,ready_t,valid_t,data,last_t, dout);
assign last = last_t;
endmodule
`timescale 1ns / 1ps
module axis_m(
    input  wire m_axis_aclk,
    input  wire m_axis_aresetn,
    input  wire newd,
    input  wire [7:0] din,
    input  wire m_axis_tready,
    output wire m_axis_tvalid,
    output wire [7:0] m_axis_tdata,
    output wire m_axis_tlast 
    );
    typedef enum bit {idle = 1'b0, tx = 1'b1} state_type;
    state_type state = idle, next_state = idle;
    reg [2:0] count = 0;
    always@(posedge m_axis_aclk)
    begin
    if(m_axis_aresetn == 1'b0)
        state <= idle;
    else
        state <= next_state;
    end
    always@(posedge m_axis_aclk)
    begin
    if(state == idle)
       count <= 0;       
    else if(state == tx && count != 3 && m_axis_tready == 1'b1)
        count <= count +1;
    else
        count <= count;
    end
    always@(*)
    begin
       case(state)
               idle:
               begin  
                    if(newd == 1'b1)
                      next_state = tx;
                    else
                      next_state = idle;
               end
               tx:
               begin
                    if(m_axis_tready == 1'b1)
                    begin                    
                        if(count != 3)
                        next_state  = tx;
                        else
                        next_state  = idle;
                    end
                    else
                    begin
                        next_state  = tx;
                    end 
                end
               default: next_state = idle;
               endcase
        end
 assign m_axis_tdata   = (m_axis_tvalid) ? din*count : 0;   
 assign m_axis_tlast   = (count == 3 && state == tx)    ? 1'b1 : 0;
 assign m_axis_tvalid  = (state == tx ) ? 1'b1 : 1'b0;
endmodule
`timescale 1ns / 1ps
module axis_s(
    input  wire s_axis_aclk,
    input  wire s_axis_aresetn,
    output wire s_axis_tready,
    input  wire s_axis_tvalid,
    input  wire [7:0] s_axis_tdata,
    input  wire s_axis_tlast,
    output wire [7:0] dout
    );
    typedef enum bit [1:0] {idle = 2'b00, store = 2'b01, last_byte = 2'b10} state_type;
    state_type state = idle, next_state = idle;
    always@(posedge s_axis_aclk)
    begin
    if(s_axis_aresetn == 1'b0)
    state  <= idle;
    else
    state <= next_state;
    end
    always@(*)
        begin
               case(state)
               idle:
                begin  
                    if(s_axis_tvalid == 1'b1)
                      next_state = store;
                    else
                      next_state = idle;
                end
               store:
                begin
                if(s_axis_tlast == 1'b1 && s_axis_tvalid == 1'b1 ) 
                      next_state = idle;
                 else if (s_axis_tlast == 1'b0 && s_axis_tvalid == 1'b1)
                      next_state = store;
                 else
                      next_state = idle;
               end
               default: next_state = idle;
               endcase
         end
assign s_axis_tready = (state == store);
assign dout          = (state == store ) ? s_axis_tdata : 8'h00;
endmodule
$ cat flow/run.sh
#!/bin/bash
# OpenROAD 26Q1-2900-gdf79404cd8, Yosys 0.63+post, stock flow scripts
make -C /OpenROAD-flow-scripts/flow DESIGN_CONFIG=/design/flow/config.mk WORK_HOME=/design/flow/orfs finish
==> notes.md <==
Figures from the flow reports.

Final layout:
- The finished layout holds 202 standard cells, fillers aside.
- In this run the layout overhead on the synthesized area is reported as 64.9%.
- The run gives the share of cells above drive strength 1 as 0.320.
- The run puts the cell area after layout at 1190 um2.

GRT:
- The initial antenna violation count was 2.
- The run puts the total track usage at 0.0370.
- The run puts the largest net degree at the start of global routing at 12.
- The run puts the total grt overflow at 0.
- The run gives the via count of the first global-routing pass as 698.
- The run gives the first-pass GRT wire length as 3190 um.

Pwr:
- The run puts the static leakage power at 0.584 nW.
- The run gives the overall power as 0.000240 W.
- The run puts the cell area power density at between 200 and 250 nW/um2.
- The run puts the maximum VDD drop at 0.0000720 V.

Clock network:
- CTS placed an instance of sky130_fd_sc_hd__clkbuf_8 at the clock tree root.
- CTS built an H-tree with a depth of 1.
- The run puts the total CTS buffers at 3.
- The run puts the clock net sink count at 5.
- The run gives the maximum buffer depth of the clock tree as 2.
- TritonCTS built the clock tree.
- Looking at the worst setup and hold paths, the clock pins of their registers show a slew of roughly 30 ps.
- The clock reaches the later pin of the worst-skew pair after 220 ps.

Logic synthesis:
- A synthesized cell averages 8.14 um2.
- The run puts the gate count after technology mapping at 89.
- The run puts the count of state elements after synthesis at 5.
- The run puts the post-synthesis sequential area ratio at 0.138.
- The run gives the combined area of all synthesized cells as 724 um2.
- The run puts the number of cell instances after yosys synthesis at between 80 and 90.
- After synthesis, the chip area reported by Yosys is 724 um2.
- The run gives the distinct cell type count after synthesis as 26.
- The run puts the number of warnings reported in the yosys synthesis log at 2.

Timing:
- The run gives the minimum clock period after layout as 3200 ps.
- The final timing report lists a hold violation count of 0.
- Setup repair after global routing could not meet its margin everywhere.
- The run gives the achievable clock frequency as ~310 MHz.
- The run puts the worst setup margin at 103 ps.
- The run gives the count of final max-slew check failures as 0.
- For the final database, setup skew stands at 0.830 ps.
- The run gives the transition at the pin with the smallest max-transition slack as 295 ps.
- The run gives the total setup violations reported at the end of the flow as 0.
- The run puts the final period utilization at 0.969.
- The run gives the remaining max-slew budget at the tightest pin as 0.803.

Worst setup path:
- The worst setup path is captured at a primary output.
- The run puts the depth of the worst register-to-register path at 6.
- The run puts the largest stage delay on the critical path at 530 ps.
- The run puts the maximum fanout along the worst path at 2.
- The run gives the critical path required time as roughly 2600 ps.
- The run gives the arrival time of the worst setup path as 2540 ps.
- The report lists the cells along the critical path as buf_6, nand2_4, fa_1, inv_1, ha_2, buf_6, buf_4, a21o_1, buf_4, nand4_1, nand4_1, mux2i_1, buf_2.
- The run gives the cell with the largest stage delay on the worst path as sky130_fd_sc_hd__fa_1.
- The run gives the nature of the critical path startpoint as an input port.
- The setup path with the least slack is of type in2out.

Placement:
- In this run, placement finished with an instance count of 193.
- After its last routability iteration, the placer logged a weighted congestion of a little under 0.8.
- The run gives the count of buffers inserted at the top-level ports as 19.
- The run gives the setup slack after placement as -832 ps.
- The run gives the detailed placement HPWL as 1590 um.
- Summing all placed instances gives a cell area of 1080 um2.

Hold path:
- The run puts the cell count of the worst hold path at 1.
- The most critical min-delay path falls under reg2reg.

Die:
- The run puts the die boundary width at between 90 and 100 um.
- The run puts the effective utilization at floorplan at 0.121.
- The run puts the total die size at 9800 um2.
- The run gives the height of the chip as 99 um.
- The run gives the placeable core region as 5990 um2.
- In this run the count of I/O pins placed on the die edge is 20.
- The initialized floorplan defines 28 standard-cell rows.

Flow run:
- The number of maximum-capacitance violations recorded for the run is 0.
- The run gives the tally of OpenROAD warnings as 27.

Drt:
- The run puts the average routed wire per standard cell at just over 9 um.
- The run gives the aggregate routed wire length as 1850 um.
- In this run, the number of DRC markers left after iteration 0 of detailed routing was 12.
- The run puts the length of the first detailed-routing pass in iterations at 2.
- Per the detail_route report, DRC violations left total 0.
- The run puts the vias per cell at 3.39.
- Once detail routing completed, the nets flagged for antenna violations numbered 0.
- Summing over every cut layer, the via total after detailed routing is 684.

Run status:
- The run finished with clean final reports.
## per-layer routing
| metal | vias up | global-route usage | routed length (um) |
|---|---|---|---|
| met5 | - | 0 | 0 |
| met3 | 2 | 0.0162 | 180 |
| met1 | 308 | 0.0480 | 803 |
| li1 | 361 | - | - |
| met4 | 0 | 0.00772 | 21 |
| met2 | 13 | 0.0556 | 844 |
## critical path: cells and delay by family
family | cells | cell delay, ps
multiplexers | 1 | 150
AND-OR/OR-AND | 1 | 190
adder cells (fa/ha/maj) | 2 | 720
AND/OR/NAND/NOR | 3 | 220
buffers and inverters | 6 | 600
## state kept, by name, indices dropped and copies added (netlist names)
name and flops:
s1.state 1, m1.state 1, m1.count 3
## path summary, 6_finish.rpt
check	end	start	slack, ps
worst max register to register	m1.count[1]$_SDFFE_PN0P_	m1.count[0]$_SDFFE_PN0P_	1750
worst max-delay path	dout[7]	din[0]	100
worst min-delay path	s1.state[0]$_SDFF_PN0_	s1.state[0]$_SDFF_PN0_	580
worst min register to register	s1.state[0]$_SDFF_PN0_	s1.state[0]$_SDFF_PN0_	580
## power by group
part	internal (W)	leakage (nW)	total [W]	switching, W
clock network	0.0000827	0.0228	0.000110	0.0000275
registers	0.0000648	0.0409	0.0000713	0.00000650
logic	0.0000319	0.521	0.0000583	0.0000264
total	0.000179	0.584	0.000240	0.0000604
## cell families (layout without fill, tap and decap cells)
logic type	after synthesis	count (layout)	share of synthesized area
AND/OR/NAND/NOR	39	39	0.268
adder cells (fa/ha/maj)	14	14	0.304
AND-OR/OR-AND	9	9	0.0846
other	0	2	0
buffers and inverters	13	49	0.0829
XOR/XNOR	7	7	0.0950
multiplexers	2	2	0.0276
flip-flops	5	5	0.138
## timing repair
item                                   4_1_cts  5_1_grt
setup buffers                                2        1
resized                                     37        5
hold buffers                                 0        0
endpoints found under the hold margin        0        0
pin swaps                                    8       10
setup endpoints to repair                    6        3
## synthesized netlist by cell type
cell | number | area [um2]
sky130_fd_sc_hd__nand2_1 | 19 | 71.3
sky130_fd_sc_hd__inv_1 | 10 | 37.5
sky130_fd_sc_hd__ha_1 | 8 | 100
sky130_fd_sc_hd__fa_1 | 6 | 120
sky130_fd_sc_hd__and2_1 | 5 | 31.3
sky130_fd_sc_hd__dfxtp_1 | 5 | 100
sky130_fd_sc_hd__a21oi_1 | 4 | 20.0
sky130_fd_sc_hd__and3_1 | 4 | 25.0
sky130_fd_sc_hd__xor2_1 | 4 | 35.0
sky130_fd_sc_hd__nor2_1 | 3 | 11.3
sky130_fd_sc_hd__a21o_1 | 2 | 15.0
sky130_fd_sc_hd__mux2i_1 | 2 | 20.0
sky130_fd_sc_hd__nand2_2 | 2 | 12.5
sky130_fd_sc_hd__nand4_1 | 2 | 12.5
sky130_fd_sc_hd__xnor2_1 | 2 | 17.5
sky130_fd_sc_hd__a31o_2 | 1 | 8.76
sky130_fd_sc_hd__and2b_1 | 1 | 7.51
sky130_fd_sc_hd__buf_4 | 1 | 7.51
sky130_fd_sc_hd__buf_6 | 1 | 11.3
sky130_fd_sc_hd__clkbuf_1 | 1 | 3.75
sky130_fd_sc_hd__nand2_4 | 1 | 11.3
sky130_fd_sc_hd__nand3_1 | 1 | 5.00
sky130_fd_sc_hd__nor2b_1 | 1 | 6.26
sky130_fd_sc_hd__o211a_1 | 1 | 10.0
sky130_fd_sc_hd__o21bai_1 | 1 | 7.51
sky130_fd_sc_hd__xnor2_2 | 1 | 16.3
## per-stage QoR
step / utilization / hold WS, ps / TNS, ps
final: 0.199 / 575 / 0
after global routing: 0.199 / 609 / -59.6
after CTS: 0.196 / 584 / -21.6
after detailed placement: 0.181 / 575 / -3300
after global placement: 0.181 / 565 / -3200
after floorplan: - / 492 / 0
## area by class of cell
type	count	area [um2]
Antenna cell	2	5.00
Clock buffer	4	45.0
Fill cell	637	4800
Inverter	10	37.5
Multi-Input combinational cell	71	617
Sequential cell	5	100
Tap cell	75	93.8
Timing Repair Buffer	35	297
## placed cells by master, fill, tap and decap left out, drive strengths merged, types with 5 or more instances in the layout
cell type      count
nand2             22
buf               20
inv               10
ha                 8
clkdlybuf4s50      7
fa                 6
and2               5
dlygate4sd2        5
dfxtp              5
clkbuf             5
No activity file was given, so power comes from the tool's default toggle rates.
